==> flow/design.v <==
`timescale 1ns/1ps
module fsm
(
   clk
  ,resetn
  ,flag
  ,ready
  ,line_end
  ,gear_end
  ,detect
  ,open
  ,en_sensor
  ,en_acc
  ,en_clamp
  ,en_line_timer
  ,en_gear_timer
 );
 input clk;
 input resetn;
 input detect;
 input ready;
 input flag;
 input line_end;
 input gear_end;
 output reg open;
 output reg en_sensor;
 output reg en_acc;
 output reg en_clamp;
 output reg en_line_timer;
 output reg en_gear_timer;
 localparam IDLE = 2'b00;
 localparam TIMEOUT = 2'b01;
 localparam LINE = 2'b10;
 localparam GEAR = 2'b11;
 reg [1:0] current_state;
 reg [1:0] next_state;
 assign en_timer = (flag & detect);
  always@(posedge clk or negedge resetn)
  begin
	if(!resetn)
	  current_state <= IDLE;
	else
	  current_state <= next_state;
  end
  always@(*)
  begin
	case(current_state)
	  IDLE: begin
		if(en_timer)
		   next_state = TIMEOUT;
		else next_state = IDLE;
	  end
	  TIMEOUT: begin
		if(ready)
		   next_state = LINE;
		else next_state = TIMEOUT;
	  end  
	  LINE: begin
		if(line_end)
		   next_state = GEAR;
		else next_state = LINE;
	  end
	  GEAR: begin
		if(gear_end)
		   next_state = IDLE;
		else next_state = GEAR;
	  end
	  default: next_state = IDLE;
	 endcase
  end
  always@(*)
  begin
    case(current_state)
	  IDLE: begin 
	    open = 1'b1;
	    en_sensor = 1'b1;
	    en_clamp = 1'b0;
	    en_acc = 1'b0;
	    en_line_timer = 1'b0;
	    en_gear_timer = 1'b0;
	    end
	  TIMEOUT: begin
	    open = 1'b1;
	    en_sensor = 1'b1;
	    en_clamp = 1'b0;
	    en_acc = 1'b1;
	    en_line_timer = 1'b0;
	    en_gear_timer = 1'b0;	    
	    end
	  LINE: begin
	    open = 1'b0;
	    en_sensor =1'b0;
	    en_clamp = 1'b1;
	    en_acc = 1'b0;
	    en_line_timer = 1'b1;
	    en_gear_timer = 1'b0;
	    end
	  GEAR: begin
        open = 1'b1;
	    en_sensor =1'b0;
	    en_clamp = 1'b1;
	    en_acc = 1'b0;
	    en_line_timer = 1'b0;
	    en_gear_timer = 1'b1;
	    end      
	  default: begin
        open = 1'b0;
	    en_sensor =1'b0;
	    en_clamp = 1'b0;
	    en_acc = 1'b0;
	    en_line_timer = 1'b0;
	    en_gear_timer = 1'b0;
	    end  
    endcase
  end
 endmodule
`timescale 1ns/1ps
module gear_timer
(
   clk
  ,resetn
  ,en_gear_timer
  ,gear_end
 );
  input clk;
  input resetn;
  input en_gear_timer;
  output gear_end;
  reg [3:0] cnt;
  always@(posedge clk or negedge resetn)
  begin
	if(!resetn)
	cnt <= 4'd0;
	else if(en_gear_timer)
	   cnt<= cnt + 1'b1;
	else if(cnt==4'd15)
	   cnt<= 1'b0;
  end
  assign gear_end = (cnt==4'd15);
 endmodule
`timescale 1ns/1ps
module line_timer
(
   clk
  ,resetn
  ,en_line_timer
  ,line_end
 );
  input clk;
  input resetn;
  input en_line_timer;
  output line_end;
  reg [5:0] cnt;
  always@(posedge clk or negedge resetn)
  begin
	if(!resetn)
	cnt <= 6'd0;
	else if(en_line_timer)
	   cnt<= cnt + 1'b1;
	else if(cnt==6'd63)
	   cnt<= 1'b0;
  end
  assign line_end = (cnt==6'd63);
 endmodule
`timescale 1ns/1ps
module timer
(
   clk
  ,resetn
  ,en_timer
  ,ready
 );
  input clk;
  input resetn;
  input en_timer;
  output ready;
  reg [2:0] cnt;
  always@(posedge clk or negedge resetn)
  begin
	if(!resetn)
	cnt <= 3'd0;
	else if(en_timer)
	   cnt<= cnt + 1'b1;
	else if(cnt==3'd7)
	   cnt<= 1'b0;
  end
  assign ready = (cnt==3'd7);
 endmodule
`timescale 1ns/1ps
 module toplv_cable
(
   clk
  ,resetn
  ,detect
  ,flag
  ,open
  ,en_sensor
  ,en_acc
  ,en_clamp
 );
 input clk;
 input resetn;
 input detect;
 input flag;
 output open;
 output en_sensor;
 output en_acc;
 output en_clamp;
 wire ready;
 wire line_end;
 wire gear_end;
 wire en_line_timer;
 wire en_gear_timer;
 fsm FSM
 (  .clk           (clk)
   ,.resetn        (resetn)
   ,.detect        (detect)
   ,.flag	       (flag)
   ,.ready         (ready)
   ,.line_end      (line_end)
   ,.gear_end      (gear_end)
   ,.open	       (open)
   ,.en_sensor     (en_sensor)
   ,.en_acc        (en_acc)
   ,.en_clamp      (en_clamp)
   ,.en_line_timer (en_line_timer)
   ,.en_gear_timer (en_gear_timer)
 );
 assign en_timer = (detect & flag);
 timer TIMER
 (  .clk 		    (clk)
   ,.resetn         (resetn)
   ,.en_timer		(en_timer)
   ,.ready          (ready)
 );
   line_timer LINE_TIMER
 (  .clk 		    (clk)
   ,.resetn         (resetn)
   ,.en_line_timer	(en_line_timer)
   ,.line_end       (line_end)
 );
   gear_timer GEAR_TIMER
 (  .clk 		    (clk)
   ,.resetn         (resetn)
   ,.en_gear_timer	(en_gear_timer)
   ,.gear_end       (gear_end)
 );
endmodule
==> flow/run.sh <==
#!/bin/bash
# OpenROAD 26Q1-2900-gdf79404cd8, Yosys 0.63+post, stock flow scripts
make -C /OpenROAD-flow-scripts/flow DESIGN_CONFIG=/design/flow/config.mk WORK_HOME=/design/flow/orfs finish
==> flow/config.mk <==
export PLATFORM = sky130hd
export DESIGN_NAME = toplv_cable
export DESIGN_NICKNAME = toplv_cable
export VERILOG_FILES = /design/flow/design.v
export SDC_FILE = /design/flow/constraint.sdc
export NUM_CORES = 4
export LEC_CHECK = 1
export CORE_AREA = 10 10 85 85
export DIE_AREA = 0 0 95 95
==> flow/constraint.sdc <==
current_design toplv_cable

set clk_period 1.7
set clk_io_pct 0.2

create_clock -name clk0 -period $clk_period [get_ports {clk}]

set non_clock_inputs [all_inputs -no_clocks]
set_input_delay [expr $clk_period * $clk_io_pct] -clock clk0 $non_clock_inputs
set_output_delay [expr $clk_period * $clk_io_pct] -clock clk0 [all_outputs]
==> deck_impl_summary.md <==
Key Metrics from the Run

STA
  • RSZ-0062 raised after global routing: false
  • Pins Over Slew Limit: 0
  • Setup TNS: 0 ps
  • Hold Slack: 401 ps
  • Final Skew: 2.88 ps
  • Slew margin rel.: 70.2%
  • Fin. Hold Viols: 0
  • Fin crit period: 1620 ps
  • Fmax: 0.616 GHz
  • Final setup violation count: 0
  • Post-route setup slack: 75.5 ps
  • Cycle use final: 95.6%
  • Worst-margin pin slew: 446 ps

Detailed routing
  • Antenna viol nets, final: 0
  • Drt first-iter violations: 35
  • Ant diodes: 0
  • DR WL/cell: 9.24 µm
  • Final WL: 1.63 mm
  • DR DRC count: 0
  • DR pass1 iterations: 4
  • Vias: 669
  • DR vias/cell: 3.80

CTS
  • Clock sinks: 17
  • CTS tree: done
  • Root Buffer Master: clkbuf_8
  • Max Root-Sink Buffers: 2
  • Clk latency late pin: 250 ps
  • Clk slew on worst S/H paths: 60 ps
  • CTS HTree Levels: 1
  • CTS buffer count: 3

Floorplan
  • Row count: 27
  • Die H: 95 µm
  • Die W: 95 µm
  • Init Core Util: 15.3%
  • Chip Area: 9030 µm²
  • I/O pin count: 8
  • Core area: 5470 µm²

Power
  • Max VDD drop: 0.000388 V
  • Cell Pwr Density: 1330 nW/µm²
  • Pleak: 0.506 nW
  • Total power draw: 1.46 mW

Critical path
  • Crit path max fanout: 3
  • Critical path startpoint category: flop
  • R2r endpoint: FSM.current_state[3]
  • Crit path DAT: 1280 ps
  • Critical Path Slowest Stage Cell: clkdlybuf4s50_1
  • RR Startpoint: LINE_TIMER.cnt[0]
  • CP required: 1360 ps
  • Crit. End Element: primary output
  • CP bufs+invs: 3
  • Largest delay share family, worst path: buffers and inverters
  • Worst Path Class, Setup: reg -> out
  • R2R Setup Slk: 260 ps
  • CP dominant cell by count: inv_1
  • CP max stage delay: 450 ps
  • R2R cell count: 4
  • Crit-path cells: inv_1 -> nand2_1 -> inv_1 -> clkdlybuf4s50_1

Synthesis
  • Ys flop type: dfrtp_1
  • Count of library flops with an enable pin: 0
  • Synthesized instance count: 85
  • Yosys chip area: 837 µm²
  • Seq share, synth: 51.0%
  • Max-area cell share: 47.8%
  • Ys flops: 17
  • Leading area contributor after synthesis: dfrtp_1
  • Mapped Area: 837 µm²
  • Top area cell types: dfrtp_1, o21ai_0, nand2_1, ha_1, nand3_1
  • Yosys warnings: 6
  • Avg Synthesized Cell Area: 9.85 µm²
  • Ys async rst share: 100%
  • Yosys cell types: 24
  • Ys cells: 85

Cells and area
  • Post-Layout Inst Area: 1100 µm²
  • Final std cells w/o fill: 176
  • Seq. cell area: 427 µm²
  • Final Core Density: 20.1%
  • Number of fill cells: 602
  • Area growth from synthesis to layout: 31.5%
  • Comb area: 377 µm²
  • Share of post-route cells with drive strength above 1: 18.3%

Global route
  • First-pass GRT wire length: 2.80 mm
  • Total grt overflow: 0
  • Vias in the first global route: 611
  • Largest net degree at the start of global routing: 11
  • Antenna violations before repair: 0
  • Total track usage: 3.86%

Placed design
  • Port buffer count: 7
  • DP Area: 1020 µm²
  • Setup WS pre-CTS: 128 ps
  • Post-detail-place hpwl: 1.19 mm
  • Routability Congestion: 0.749
  • Cells after DPL: 167

Flow run
  • Tool warnings: 25
  • Max Cap Viol: 0

Run status
  • Status: finished, final reports clean

Worst hold path
  • HP Class: in -> async
[layer usage]
| layer | vias to the layer above | wire [µm] | global-route usage (%) |
|---|---|---|---|
| met5 | - | 0 | 0 |
| met4 | 0 | 8 | 0.499 |
| met3 | 2 | 190 | 2.24 |
| met2 | 16 | 628 | 5.32 |
| met1 | 308 | 799 | 5.25 |
| li1 | 343 | - | - |
[layout make-up]
type	count	area share, %
clock buffer	3	3.75
clock inverter	1	0.455
inverter	6	2.05
multi-input combinational	61	34.2
sequential	17	38.7
tap	72	8.18
timing repair buffer	16	12.6
[timing repair]
| action | 4_1_cts | 5_1_grt |
|---|---|---|
| pin swaps | 0 | 2 |
| setup buffers | 5 | 0 |
| resized | 3 | 1 |
| hold buffers | 0 | 0 |
| endpoints found under the setup margin | 3 | 2 |
[cells in the mapped netlist (all sizes together), types with 2 or more instances]
| master | n |
|---|---|
| a21oi | 2 |
| o21ai | 13 |
| inv | 6 |
| mux2i | 2 |
| and3 | 2 |
| nand3b | 3 |
| dfrtp | 16 |
| nand3 | 7 |
| nand2 | 15 |
| a31oi | 2 |
| ha | 4 |
[registers in the layout (all words and copies together), names as in the netlist]
name               cells
TIMER.cnt              3
FSM.current_state      4
GEAR_TIMER.cnt         4
LINE_TIMER.cnt         6
[worst register-to-register path: cells and delay by family (launching register included)]
family,cells,cell delay [ps]
adders and majority gates,1,240
DFF,1,430
and+or+nand+nor,2,460
AOI/OAI and AO/OA,1,200
[placed cells by master (no fill, tap or decap), drive strengths merged, types with 2 or more instances in the layout]
| cell type | n |
|---|---|
| a21oi | 2 |
| o21ai | 13 |
| mux2i | 2 |
| clkbuf | 3 |
| a31oi | 2 |
| dfrtp | 16 |
| inv | 6 |
| nand3b | 3 |
| nand2 | 15 |
| and3 | 2 |
| nand3 | 7 |
| buf | 9 |
| clkdlybuf4s50 | 5 |
| ha | 4 |
[how the worst max path moves through the flow]
stage | cells past startpoint | to | slack, ps | start
CTS | 4 | en_acc | 9 | FSM.current_state[1]
global route | 4 | en_sensor | 10 | FSM.current_state[1]
finish | 4 | en_sensor | 80 | FSM.current_state[1]
[power breakdown]
| group | leakage, nW | switching (mW) | internal [mW] | total (mW) |
|---|---|---|---|---|
| combinational | 0.266 | 0.228 | 0.280 | 0.507 |
| clock | 0.0255 | 0.131 | 0.162 | 0.294 |
| sequential | 0.215 | 0.130 | 0.533 | 0.663 |
[logic make-up after synthesis]
| logic type | after synthesis | synth area share [%] |
|---|---|---|
| simple gates | 33 | 20.9 |
| flops | 17 | 51.0 |
| fa+ha+maj | 4 | 5.98 |
| compound gates | 22 | 15.7 |
| mux | 2 | 2.39 |
| buf+inv | 7 | 4.04 |
Power is estimated from default activity; no workload was simulated.
